<file path="./run.sh">
#!/bin/bash
# OpenROAD 26Q1-2900-gdf79404cd8, Yosys 0.63+post, stock flow scripts
make -C /OpenROAD-flow-scripts/flow DESIGN_CONFIG=/design/flow/config.mk WORK_HOME=/design/flow/orfs finish
</file>
<file path="./config.mk">
export PLATFORM = sky130hd
export DESIGN_NAME = AsyncFIFO
export DESIGN_NICKNAME = AsyncFIFO
export VERILOG_FILES = /design/flow/design.v
export SDC_FILE = /design/flow/constraint.sdc
export NUM_CORES = 4
export LEC_CHECK = 1
export CORE_UTILIZATION = 40
</file>
<file path="./design.v">
module AsyncFIFOMemory(
  input        wr_clock,
  input        wr_en,
  input  [3:0] wr_addr,
  input  [2:0] wr_data,
  input        rd_clock,
  input  [3:0] rd_addr,
  output [2:0] rd_data
);
  reg [2:0] mem [0:15];  
  wire [2:0] mem__T_1_data;  
  wire [3:0] mem__T_1_addr;  
  wire [2:0] mem__T_data;  
  wire [3:0] mem__T_addr;  
  wire  mem__T_mask;  
  wire  mem__T_en;  
  reg [3:0] mem__T_1_addr_pipe_0;
  assign mem__T_1_addr = mem__T_1_addr_pipe_0;
  assign mem__T_1_data = mem[mem__T_1_addr];  
  assign mem__T_data = wr_data;
  assign mem__T_addr = wr_addr;
  assign mem__T_mask = 1'h1;
  assign mem__T_en = wr_en;
  assign rd_data = mem__T_1_data;  
  always @(posedge wr_clock) begin
    if(mem__T_en & mem__T_mask) begin
      mem[mem__T_addr] <= mem__T_data;  
    end
  end
  always @(posedge rd_clock) begin
    mem__T_1_addr_pipe_0 <= rd_addr;
  end
endmodule
module AsyncFIFO(
  input        wr_clock,
  input        wr_reset,
  input  [2:0] wr_data,
  input        wr_push,
  output       wr_full,
  output       wr_ack,
  output       wr_overflow,
  input        rd_clock,
  input        rd_reset,
  output [2:0] rd_data,
  input        rd_pop,
  output       rd_empty,
  output       rd_valid,
  output       rd_underflow
);
  wire  mem_wr_clock;  
  wire  mem_wr_en;  
  wire [3:0] mem_wr_addr;  
  wire [2:0] mem_wr_data;  
  wire  mem_rd_clock;  
  wire [3:0] mem_rd_addr;  
  wire [2:0] mem_rd_data;  
  reg [4:0] _T_3;  
  reg [4:0] rdAddrGray;  
  reg [4:0] _T_4;  
  reg [4:0] rdPtrSync;  
  wire  wrNotFull = ~wr_full;  
  wire  wrEn = wr_push & wrNotFull;  
  reg [4:0] wrAddrBin;  
  wire [4:0] _GEN_6 = {{4'd0}, wrEn};  
  wire [4:0] wrAddrBinNext = wrAddrBin + _GEN_6;  
  wire [4:0] _GEN_7 = {{1'd0}, wrAddrBinNext[4:1]};  
  wire [4:0] wrAddrGrayNext = _GEN_7 ^ wrAddrBinNext;  
  reg [4:0] wrAddrGray;  
  wire [1:0] _T_10 = ~rdPtrSync[4:3];  
  wire [4:0] _T_12 = {_T_10,rdPtrSync[2:0]};  
  reg  wrFull;  
  reg  wrAck;  
  reg  wrOverflow;  
  reg [4:0] _T_16;  
  reg [4:0] _T_17;  
  reg [4:0] wrPtrSync;  
  wire  rdNotEmpty = ~rd_empty;  
  wire  rdEn = rd_pop & rdNotEmpty;  
  reg [4:0] rdAddrBin;  
  wire [4:0] _GEN_8 = {{4'd0}, rdEn};  
  wire [4:0] rdAddrBinNext = rdAddrBin + _GEN_8;  
  wire [4:0] _GEN_9 = {{1'd0}, rdAddrBinNext[4:1]};  
  wire [4:0] rdAddrGrayNext = _GEN_9 ^ rdAddrBinNext;  
  reg  rdEmpty;  
  reg  rdValid;  
  reg  rdUnderflow;  
  AsyncFIFOMemory mem (  
    .wr_clock(mem_wr_clock),
    .wr_en(mem_wr_en),
    .wr_addr(mem_wr_addr),
    .wr_data(mem_wr_data),
    .rd_clock(mem_rd_clock),
    .rd_addr(mem_rd_addr),
    .rd_data(mem_rd_data)
  );
  assign wr_full = wrFull;  
  assign wr_ack = wrAck;  
  assign wr_overflow = wrOverflow;  
  assign rd_data = mem_rd_data;  
  assign rd_empty = rdEmpty;  
  assign rd_valid = rdValid;  
  assign rd_underflow = rdUnderflow;  
  assign mem_wr_clock = wr_clock;  
  assign mem_wr_en = wr_push & wrNotFull;  
  assign mem_wr_addr = wrAddrBin[3:0];  
  assign mem_wr_data = wr_data;  
  assign mem_rd_clock = rd_clock;  
  assign mem_rd_addr = rdAddrBin[3:0];  
  always @(posedge wr_clock or posedge wr_reset) begin
    if (wr_reset) begin
      _T_3 <= 5'h0;
    end else begin
      _T_3 <= rdAddrGray;
    end
  end
  always @(posedge rd_clock or posedge rd_reset) begin
    if (rd_reset) begin
      rdAddrGray <= 5'h0;
    end else begin
      rdAddrGray <= _GEN_9 ^ rdAddrBinNext;
    end
  end
  always @(posedge wr_clock or posedge wr_reset) begin
    if (wr_reset) begin
      _T_4 <= 5'h0;
    end else begin
      _T_4 <= _T_3;
    end
  end
  always @(posedge wr_clock or posedge wr_reset) begin
    if (wr_reset) begin
      rdPtrSync <= 5'h0;
    end else begin
      rdPtrSync <= _T_4;
    end
  end
  always @(posedge wr_clock or posedge wr_reset) begin
    if (wr_reset) begin
      wrAddrBin <= 5'h0;
    end else begin
      wrAddrBin <= wrAddrBin + _GEN_6;
    end
  end
  always @(posedge wr_clock or posedge wr_reset) begin
    if (wr_reset) begin
      wrAddrGray <= 5'h0;
    end else begin
      wrAddrGray <= _GEN_7 ^ wrAddrBinNext;
    end
  end
  always @(posedge wr_clock or posedge wr_reset) begin
    if (wr_reset) begin
      wrFull <= 1'h0;
    end else begin
      wrFull <= wrAddrGrayNext == _T_12;
    end
  end
  always @(posedge wr_clock or posedge wr_reset) begin
    if (wr_reset) begin
      wrAck <= 1'h0;
    end else begin
      wrAck <= wr_push & wrNotFull;
    end
  end
  always @(posedge wr_clock or posedge wr_reset) begin
    if (wr_reset) begin
      wrOverflow <= 1'h0;
    end else begin
      wrOverflow <= wr_push & wr_full;
    end
  end
  always @(posedge rd_clock or posedge rd_reset) begin
    if (rd_reset) begin
      _T_16 <= 5'h0;
    end else begin
      _T_16 <= wrAddrGray;
    end
  end
  always @(posedge rd_clock or posedge rd_reset) begin
    if (rd_reset) begin
      _T_17 <= 5'h0;
    end else begin
      _T_17 <= _T_16;
    end
  end
  always @(posedge rd_clock or posedge rd_reset) begin
    if (rd_reset) begin
      wrPtrSync <= 5'h0;
    end else begin
      wrPtrSync <= _T_17;
    end
  end
  always @(posedge rd_clock or posedge rd_reset) begin
    if (rd_reset) begin
      rdAddrBin <= 5'h0;
    end else begin
      rdAddrBin <= rdAddrBin + _GEN_8;
    end
  end
  always @(posedge rd_clock or posedge rd_reset) begin
    if (rd_reset) begin
      rdEmpty <= 1'h1;
    end else begin
      rdEmpty <= rdAddrGrayNext == wrPtrSync;
    end
  end
  always @(posedge rd_clock or posedge rd_reset) begin
    if (rd_reset) begin
      rdValid <= 1'h0;
    end else begin
      rdValid <= rd_pop & rdNotEmpty;
    end
  end
  always @(posedge rd_clock or posedge rd_reset) begin
    if (rd_reset) begin
      rdUnderflow <= 1'h0;
    end else begin
      rdUnderflow <= rd_pop & rd_empty;
    end
  end
endmodule
</file>
<file path="./constraint.sdc">
current_design AsyncFIFO

set clk_period 3.3
set clk_io_pct 0.2

create_clock -name clk0 -period $clk_period [get_ports {rd_clock}]
create_clock -name clk1 -period $clk_period [get_ports {wr_clock}]

set non_clock_inputs [all_inputs -no_clocks]
set_input_delay [expr $clk_period * $clk_io_pct] -clock clk0 $non_clock_inputs
set_output_delay [expr $clk_period * $clk_io_pct] -clock clk0 [all_outputs]
</file>
==> impl_metrics.sql <==
-- metrics for the results database
INSERT INTO impl_metrics (metric_group, metric, value, unit) VALUES
('layout', 'nFillCells', '800', ''),
('critical_path', 'crit_chain', 'buf_4, mux4_2, a22oi_1, nand2_1, clkdlybuf4s50_1', ''),
('grt', 'number_of_global_route_vias_before_repair', '1926', ''),
('yosys', 'synth.yosys.chip_area', '3870', 'um^2'),
('yosys', 'ys_cells', '219', ''),
('floorplan', 'dieArea', '10100', 'um^2'),
('yosys', 'netlist_logic_family_top', 'multiplexers', ''),
('clock_network', 'postCtsResizedCells', '0', ''),
('routing', 'routed_length_per_instance', '15.1', 'um'),
('grt', 'pin_count_of_the_biggest_net_entering_global_routing', '28', ''),
('layout', 'areaGrowthSynthToFinish', '16.4', '%'),
('routing', 'dr_total_vias', '1798', ''),
('yosys', 'postSynth.asyncResetShare', '0.509', ''),
('critical_path', 'required', '2.64', 'ns'),
('routing', 'first_pass_iters', '4', ''),
('run_status', 'status', 'finished, final reports clean', ''),
('yosys', 'synth_top_flop_cell', 'sky130_fd_sc_hd__dfrtp_1', ''),
('routing', 'drt_wl_total', '5850', 'um'),
('critical_path', 'timing.critical_path.from_type', 'register', ''),
('clock_network', 'clkTransAtPathRegs', '0.07', 'ns'),
('job', 'warnings', '28', ''),
('routing', 'antenna_violation_net_count_after_detailed_routing', '0', ''),
('clock_network', 'post_cts.repair.setup_buffers', '0', ''),
('critical_path', 'cp-end-kind', 'output pin', ''),
('worst_hold_path', 'timing.hold.worst.class', 'register to register', ''),
('final_timing', 'setup_repair_after_global_routing_missed_its_margin', 'false', ''),
('yosys', 'unique_cell_types', '30', ''),
('yosys', 'ys_sh_simple', '0.0670', ''),
('critical_path', 'max_stage_delay', '0.55', 'ns'),
('pwr', 'power_per_cell_area', '958', 'nW/um^2'),
('final_timing', 'final_setup_vio_count', '0', ''),
('critical_path', 'critPathBufInv', '2', ''),
('grt', 'grt_overflow_total', '0', ''),
('clock_network', 'sink_count', '106', ''),
('layout', 'layout.area.seq', '2870', 'um^2'),
('pwr', 'intPower', '3000', 'uW'),
('floorplan', 'floorplan.die.height', '100', 'um'),
('clock_network', 'ctsHoldBuffers', '0', ''),
('routing', 'drc', '0', ''),
('job', 'max-cap-violations', '0', ''),
('yosys', 'numSynthFlops', '106', ''),
('final_timing', 'final.setup_skew', '0.00799', 'ns'),
('yosys', 'yosys.area_share.aoi', '0.0214', ''),
('critical_path', 'cp_top_family', 'buffers and inverters', ''),
('floorplan', 'coreArea', '9280', 'um^2'),
('critical_path', 'critPathMaxFanout', '12', ''),
('yosys', 'synth.cell_area', '3870', 'um^2'),
('yosys', 'synthesis.instances', '219', ''),
('layout', 'drive_gt1_frac', '0.174', ''),
('floorplan', 'floorplan.die.width', '100', 'um'),
('grt', 'number_of_antenna_violations_at_the_first_check_in_global_routing', '0', ''),
('layout', 'final_cells', '387', ''),
('pwr', 'power_switching', '1310', 'uW'),
('routing', 'drt_iter0_drc', '107', ''),
('layout', 'logic_area', '942', 'um^2'),
('critical_path', 'rrSetupSlack', '1.09', 'ns'),
('pwr', 'switching_share_of_power', '0.304', ''),
('critical_path', 'setup.worst_path.class', 'register to output pin', ''),
('yosys', 'synth_seq_share', '0.743', ''),
('placement', 'place.port_buffers', '16', ''),
('grt', 'first_pass_grt_wire_length', '9630', 'um'),
('yosys', 'synth.avg_cell_area', '17.7', 'um^2'),
('pwr', 'power.share.clock', '0.239', ''),
('yosys', 'post_synth_mux_area_share', '0.0699', ''),
('placement', 'dpl.cell_count', '363', ''),
('yosys', 'post_synth_xor_area_fraction', '0.0660', ''),
('pwr', 'power_frac_comb', '0.282', ''),
('yosys', 'ys_sh_adder', '0.0194', ''),
('grt', 'grt_usage', '0.137', ''),
('yosys', 'synth.yosys.warnings', '2', ''),
('pwr', 'p_leak', '0.00173', 'uW');
-- layout make-up --
type | count | area share
multi-input combinational | 102 | 0.209
inverter | 7 | 0.00583
sequential | 106 | 0.638
timing repair buffer | 19 | 0.0406
clock buffer | 18 | 0.0611
tap | 129 | 0.0358
clock inverter | 6 | 0.00917
-- final timing paths --
check                      cells after the start                   startpoint           end
max                                            5  mem.mem__T_1_addr_pipe_0[0]    rd_data[0]
min                                            0                rdAddrGray[3]       _T_3[3]
max reg2reg                                    8                       wrFull        wrFull
min reg2reg                                    0                rdAddrGray[3]       _T_3[3]
max in group clk1                              9                      wr_push        wrFull
max in group asynchronous                      3                     rd_reset       rdEmpty
min in group clk0                              0                     _T_17[3]  wrPtrSync[3]
min in group asynchronous                      3                     wr_reset  wrAddrBin[1]
-- kinds of logic (layout without fill, tap and decap cells) --
family | count (synthesis) | after routing
AOI/OAI and AO/OA | 9 | 9
xor gates and xnor gates | 25 | 25
adders and majority gates | 6 | 6
buffers and inverters | 11 | 50
DFF | 106 | 106
muxes | 12 | 12
and+or+nand+nor | 50 | 50
-- registers in the layout, summed over array words and instances (netlist names) --
signal	count
mem.mem	48
mem.mem__T_1_addr_pipe_0	4
_T_3	5
rdValid	1
wrAck	1
rdAddrBin	5
wrAddrBin	4
wrPtrSync	5
rdEmpty	1
_T_17	5
rdUnderflow	1
wrFull	1
wrOverflow	1
wrAddrGray	5
rdAddrGray	4
rdPtrSync	5
_T_4	5
_T_16	5
-- per-layer routing --
metal,up-vias,global-route usage,share of wire
met1,893,0.210,0.45
met4,0,0.0223,0.017
met5,-,0,0
met2,41,0.204,0.48
met3,12,0.0545,0.060
li1,852,-,-
-- through the flow --
step           worst slack [ns]  power [uW]  utilization  cell area [um^2]
2_1_floorplan             0.996        2920            -              3870
3_3_place_gp              0.466        3330        0.451              4190
3_5_place_dp              0.394        3320        0.451              4190
4_1_cts                   0.432        4380        0.485              4500
5_1_grt                   0.356        4610        0.485              4500
6_report                  0.497        4310        0.485              4500
-- power by group through the flow --
stage,Sequential (uW),Clock (uW),Combinational [uW]
finish,2070,1030,1220
CTS,2080,1060,1240
global route,2120,1130,1360
-- Yosys cell counts (all sizes together) (2+ instances only) --
| master | instances | area share |
|---|---|---|
| xor2 | 16 | 0.038 |
| dfxtp | 4 | 0.021 |
| nor3 | 4 | 0.0052 |
| mux4 | 12 | 0.070 |
| nor2 | 15 | 0.015 |
| xnor2 | 7 | 0.016 |
| nand2 | 8 | 0.0078 |
| nor2b | 3 | 0.0049 |
| nand3 | 8 | 0.015 |
| inv | 7 | 0.0068 |
| ha | 6 | 0.019 |
| a221oi | 2 | 0.0078 |
| dfrtp | 53 | 0.34 |
| and2 | 3 | 0.0049 |
| or3 | 5 | 0.0081 |
| a22oi | 6 | 0.012 |
| buf | 3 | 0.0055 |
| nand2b | 2 | 0.0032 |
| edfxtp | 48 | 0.37 |
No activity file was given, so power comes from the tool's default toggle rates.
